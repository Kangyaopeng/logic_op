--- flow/run.sh ---
#!/bin/bash
# OpenROAD 26Q1-2900-gdf79404cd8, Yosys 0.63+post, stock flow scripts
make -C /OpenROAD-flow-scripts/flow DESIGN_CONFIG=/design/flow/config.mk WORK_HOME=/design/flow/orfs finish
--- flow/config.mk ---
export PLATFORM = sky130hd
export DESIGN_NAME = logic_op
export DESIGN_NICKNAME = logic_op
export VERILOG_FILES = /design/flow/design.v
export SDC_FILE = /design/flow/constraint.sdc
export NUM_CORES = 4
export LEC_CHECK = 1
export CORE_AREA = 10 10 71 71
export DIE_AREA = 0 0 81 81
--- flow/constraint.sdc ---
current_design logic_op

set clk_period 1.8
set clk_io_pct 0.2

create_clock -name clk0 -period $clk_period [get_ports {clk}]
create_clock -name clk1 -period $clk_period [get_ports {pclk}]

set non_clock_inputs [all_inputs -no_clocks]
set_input_delay [expr $clk_period * $clk_io_pct] -clock clk0 $non_clock_inputs
set_output_delay [expr $clk_period * $clk_io_pct] -clock clk0 [all_outputs]
--- flow/design.v ---
module logic_op(
            input  wire       clk     ,
            input  wire       rst_n   ,
            input  wire       in_en   , 
            input  wire[3:0]  in1     , 
            input  wire[3:0]  in2     ,
            output reg [3:0]  out     ,
            output reg        out_en  ,
            input  wire       pclk    , 
            input  wire       presetn , 
            input  wire       psel    , 
            input  wire       penable , 
            input  wire       pwrite  , 
            input  wire[31:0] paddr   , 
            input  wire[31:0] pwdata  , 
            output reg [31:0] prdata  , 
            output reg        pready
           );
  reg[1:0] logic_sel;
	logic_op_reg_ctrl u_logic_op_reg_ctrl(
                .clk                  (pclk     )
                ,.rst_n               (presetn  )
                ,.i_psel              (psel     )
                ,.i_penable           (penable  )
                ,.i_pwrite            (pwrite   )
                ,.i_paddr             (paddr    )
                ,.i_pwdata            (pwdata   )
                ,.o_prdata            (prdata   )
                ,.o_pready            (pready   )
								,.o_reg_logic_sel     (logic_sel)
							);
  always @(posedge clk or negedge rst_n) begin
    if(!rst_n) begin
      out <= 4'h0;
      out_en <= 1'b0;
    end
    else if(in_en) begin
      if(logic_sel==2'h0) begin
        out <= in1 & in2;
      end
      else if(logic_sel==2'h1) begin
        out <= in1 | in2;
      end
      else if(logic_sel==2'h2) begin
        out <= in1 ^~ in2;
      end
      else begin
        out <= in1 ^ in2;
      end
      out_en <= 1'b1;
    end      
    else begin
      out <= 4'h0;
      out_en <= 1'b0;
    end
  end
endmodule
module logic_op_reg_ctrl(
                 input  wire       clk
                ,input  wire       rst_n
                ,input  wire       i_psel
                ,input  wire       i_penable
                ,input  wire       i_pwrite
                ,input  wire[31:0] i_paddr
                ,input  wire[31:0] i_pwdata
                ,output wire[31:0] o_prdata
                ,output reg        o_pready
								,output reg[1:0] o_reg_logic_sel
							);
	wire i_cs, i_rd, i_wr;
	wire[31:0] i_addr;
	wire[31:0] i_datai;
	reg [31:0] o_datao;
	wire reg_0x0_we;
	assign i_cs     = i_psel;
	assign i_wr     = i_penable && i_pwrite;
	assign i_rd     = (!i_penable) && (!i_pwrite);
	assign i_addr   = i_paddr;
	assign i_datai  = i_pwdata;
	assign o_prdata = o_datao;
	always @(posedge clk or negedge rst_n) begin
		if(!rst_n) o_pready <= 1'b0;
		else       o_pready <= i_psel && !i_penable;
	end
	assign reg_0x0_we = i_cs&&i_wr&&(i_addr==32'h0);
	always @(posedge clk or negedge rst_n) begin
		if(!rst_n)
			o_reg_logic_sel <= 2'h0;
		else if(reg_0x0_we==1'b1)
			o_reg_logic_sel <= i_datai[1:0];
	end
	always @(posedge clk or negedge rst_n) begin
		if(!rst_n) o_datao <= 32'h0;
		else if(i_cs&&i_rd) begin
			case(i_addr)
				32'h0: o_datao <= {30'h0,o_reg_logic_sel};
				default: o_datao <= 32'h0;
			endcase
		end
	end
endmodule
==> out/qor.yml <==
cp.required_ps: 1900
postSynthAreaPerCell_sq_um: 8.93
pin_count_of_the_biggest_net_entering_global_routing: 16
post-dp-hpwl_microns: 2260
globalRouteOverflowTotal: 0
maximum_fanout_along_the_worst_path: 2
synth.ff_latch_count: 10
switching_share: 0.190
clock_power_share: 0.508
hold_buffers: 0
fin_worst_skew_ps: 0.723
internal-power_uw: 652
ant_nets: 0
post-place-cells: 204
power_frac_seq: 0.290
post_synth_num_cell_types: 21
synth_warnings: 2
chip_area_line_of_the_yosys_report_sq_um: 902
clock_tree_from_tritoncts: "done"
routed_wirelength_microns: 2560
final-setup-viol-count: 0
drtPass1Iterations: 2
die-height_microns: 81
route.antenna.diode_count: 0
drt_drc_violations_left: 0
num_io_pins: 118
vdd.ir_drop.worst_uv: 235
core_area_sq_um: 3630
final_cell_count_no_fill: 213
number_of_antenna_violations_at_the_first_check_in_global_routing: 0
drt_iter0_drcs: 2
mostFrequentLayoutCells: "clkdlybuf4s50_1, conb_1, nor2b_1"
final_layout_size_suffix_gt1_frac: 0.121
flow.area_growth_from_synthesis_pct: 75.2
vias: 832
die_area_sq_um: 6560
power_density_nw_per_um2: 509
cellLeakagePower_nw: 0.772
ys_seq_frac: 0.277
netSwitchingPower_uw: 153
synthesis.instances: 101
hold_ws_ps: 356
cp-end-kind: "flop"
number_of_failing_hold_endpoints_at_the_final_stage: 0
worstHoldPathType: "in2async"
stage_log_warnings: 60
layout_top_cell: "clkdlybuf4s50_1"
detailedPlace.worstSlack_ps: -228
report.final.slew_viol_count: 0
avgRoutedWirePerCell_microns: 12.0
cts.clk_slew.worst_paths_ps: 30
fp_util: 0.248
outcome: "finished, final reports clean"
vias_per_cell: 3.91
fp-row-count: 22
drv.max_cap_violation_count: 0
worstSetupStartpointType: "input pin"
post_synth_instance_area_sq_um: 902
gp_routability_congestion: 0.742
port-buffer-count: 56
dieWidth_microns: 81
gr-usage-all-layers: 0.0727
synth.yosys.num_cells: 101
grt_first_pass_wirelength_microns: 3900
final_critical_path_setup_slack_ps: 79.2
setup.worst_path.class: "in2reg"
clkSinkCount: 10
p_comb_frac: 0.202
first_global_vias: 991
worst-endpoint-arrival_ps: 1820
## metrics by stage
stage / util / setup TNS [ps] / cell area, sq um / total power [mW]
after CTS: 0.414 / 0 / 1500 / 0.817
after detailed placement: 0.389 / -493 / 1410 / 0.397
after global routing: 0.435 / -2.90 / 1580 / 0.857
after floorplan: - / 0 / 1010 / 0.307
final: 0.435 / 0 / 1580 / 0.804
after global placement: 0.389 / -393 / 1410 / 0.396
## final timing paths
kind,cells after the start,start,slack (ps),end
setup / recovery,5,paddr[30],80,u_logic_op_reg_ctrl.o_reg_logic_sel[0]
hold / removal,1,rst_n,360,out[3]
setup reg to reg,2,u_logic_op_reg_ctrl.o_reg_logic_sel[1],620,out[1]
hold reg to reg,2,u_logic_op_reg_ctrl.o_datao[1],590,u_logic_op_reg_ctrl.o_datao[1]
max in group clk0,7,in1[2],350,out[2]
max in group asynchronous,1,presetn,1250,u_logic_op_reg_ctrl.o_reg_logic_sel[0]
min in group clk1,2,u_logic_op_reg_ctrl.o_datao[1],590,u_logic_op_reg_ctrl.o_datao[1]
min in group clk0,1,in_en,720,out_en
## power by group through the flow
| stage | combinational [mW] | clock, mW | sequential, mW |
|---|---|---|---|
| after CTS | 0.162 | 0.421 | 0.233 |
| after global routing | 0.182 | 0.442 | 0.234 |
| final | 0.162 | 0.409 | 0.233 |
## cell families after synthesis
kind of cell	Yosys count	share of synthesized area
AND-OR/OR-AND	11	0.0888
adder cells (fa/ha/maj)	8	0.111
flip-flops	10	0.277
AND/OR/NAND/NOR	29	0.202
other	1	0.00416
multiplexers	2	0.0250
buffers and inverters	40	0.291
## cell usage after synthesis
cell	count	area, sq um
dfrtp_1	10	250
a211oi_1	1	7.51
a31o_1	2	17.5
a21oi_1	1	5.00
nor4_2	1	12.5
nor2_1	2	7.51
nand2_1	1	3.75
clkbuf_1	2	7.51
nand4_1	2	12.5
mux2_1	2	22.5
o311a_1	3	30.0
nand3_1	1	5.00
conb_1	1	3.75
buf_4	30	225
nor4_1	7	43.8
ha_1	8	100
nor2b_1	14	87.6
inv_1	8	30.0
o21ai_1	3	15.0
nor3_2	1	10.0
o21ai_0	1	5.00
## metal layers
layer	GRT usage	up-vias	wire length, microns
met5	0	-	0
met4	0.0156	0	13
met3	0.0780	4	551
met2	0.107	66	1100
met1	0.0694	354	893
li1	-	408	-
## flip-flops by register name (all words and copies together) (netlist names)
register                             cells
out                                      4
u_logic_op_reg_ctrl.o_datao              2
u_logic_op_reg_ctrl.o_reg_logic_sel      2
out_en                                   1
u_logic_op_reg_ctrl.o_pready             1
## worst max-delay path: stages
cell and delay, ps:
clkdlybuf4s50_1 420, nor4_2 260, nand4_1 200, nor3_4 260, mux2_4 320
## repair_timing
item | CTS | global route
pin swaps | 2 | 8
buffers inserted | 0 | 1
setup endpoints to repair | 2 | 2
gates resized | 0 | 16
## area by class of cell
cell class	instances	area (sq um)
sequential	10	250
inverter	8	30.0
tap	48	60.1
multi-input combinational	80	552
timing repair buffer	59	598
fill	337	2050
clock buffer	8	90.1
No activity file was given, so power comes from the tool's default toggle rates.
